[flow/design.v]
module minor_project(clk,A,B,C,D,buz);
input clk;
input  A;
input  B;
input  C;
input  D;
output buz;
wire buzA,buzB,buzC,buzD;
wire clkA,clkB,clkC,clkD;
assign clkA = clk;
assign clkB = clk;
assign clkC = clk;
assign clkD = clk;
morse_A u1(.clk(clkA),.buzA(buzA),.A(A));
morse_B u2(.clk(clk),.buzB(buzB),.B(B));
morse_C u3(.clk(clk),.buzC(buzC),.C(C));
morse_D u4(.clk(clk),.buzD(buzD),.D(D));
assign buz =buzA | buzB | buzC | buzD ;
endmodule
module morse_A (clk,buzA,A);
   input clk;
	input A;
	output reg buzA;
	parameter DOT_DURATION = 3;  
	parameter DASH_DURATION = 3 * DOT_DURATION;  
	parameter LETTER_DURATION =  DOT_DURATION;  
	reg [31:0] counter = 0;
	reg  [2:0]state = 0;
	always @(posedge clk) begin
	if (A==0) begin
		if (state == 0) begin  
			  if (counter < DOT_DURATION) begin
					buzA = 1;
			  end 
			  else begin
					buzA = 0;
					counter = 0;
					state = 1;
			  end
		 end 
		else if (state == 1) begin  
			  if (counter < LETTER_DURATION) begin
					buzA = 0;
			  end 
			  else begin
					buzA = 0;
					counter = 0;
					state = 2;
			  end
		 end
		else if (state == 2) begin  
			  if (counter < DASH_DURATION) begin
					buzA = 1;
			  end 
			  else begin
					buzA = 0;
					counter = 0;
					state =3;
			  end
		 end
		 else if (state == 3) begin  
			  if (counter < LETTER_DURATION) begin
					buzA = 0;
			  end 
			  else begin
					buzA = 0;
					counter = 0;
					state = 3;
			  end
		 end
		 counter = counter + 1;
	end
	else begin
		buzA = 0;
		counter = 0;
		state =0;
	end
	end
endmodule
module morse_B (clk,buzB,B);
   input clk;
	input B;
	output reg buzB;
	parameter DOT_DURATION = 3;  
	parameter DASH_DURATION = 3 * DOT_DURATION;  
	parameter LETTER_DURATION =  DOT_DURATION;  
	reg [31:0] counter = 0;
	reg  [3:0]state = 0;
	always @(posedge clk) begin
	if (B==0) begin
		if (state == 0) begin  
			  if (counter < DASH_DURATION) begin
					buzB = 1;
			  end 
			  else begin
					buzB = 0;
					counter = 0;
					state = 1;
			  end
		 end 
		else if (state == 1) begin  
			  if (counter < LETTER_DURATION) begin
					buzB = 0;
			  end 
			  else begin
					buzB = 0;
					counter = 0;
					state = 2;
			  end
		 end
		 else if (state == 2) begin  
			  if (counter < DOT_DURATION) begin
					buzB = 1;
			  end 
			  else begin
					buzB = 0;
					counter = 0;
					state = 3;
			  end
		 end 
		else if (state == 3) begin  
			  if (counter < LETTER_DURATION) begin
					buzB = 0;
			  end 
			  else begin
					buzB = 0;
					counter = 0;
					state = 4;
			  end
		 end
		else if (state == 4) begin  
			  if (counter < DOT_DURATION) begin
					buzB = 1;
			  end 
			  else begin
					buzB = 0;
					counter = 0;
					state =5;
			  end
		 end
		 else if (state == 5) begin  
			  if (counter < LETTER_DURATION) begin
					buzB = 0;
			  end 
			  else begin
					buzB = 0;
					counter = 0;
					state = 6;
			  end
		 end 
		else if (state == 6) begin  
			  if (counter < DOT_DURATION) begin
					buzB = 1;
			  end 
			  else begin
					buzB = 0;
					counter = 0;
					state = 7;
			  end
		 end
		 else if (state == 7) begin  
			  if (counter < LETTER_DURATION) begin
					buzB = 0;
			  end 
			  else begin
					buzB = 0;
					counter = 0;
					state = 7;
			  end
		end	  
		 counter = counter + 1;
	end
	else begin
		buzB = 0;
		counter = 0;
		state =0;
	end
	end
endmodule
module morse_C (clk,buzC,C);
   input clk;
	input C;
	output reg buzC;
	parameter DOT_DURATION = 3;  
	parameter DASH_DURATION = 3 * DOT_DURATION;  
	parameter SPACE_DURATION = 7 * DOT_DURATION;  
	parameter LETTER_DURATION =  DOT_DURATION;  
	reg [31:0] counter = 0;
reg  [3:0]state = 0;
	always @(posedge clk) begin
	if (C==0) begin
		if (state == 0) begin  
			  if (counter < DASH_DURATION) begin
					buzC = 1;
			  end 
			  else begin
					buzC = 0;
					counter = 0;
					state = 1;
			  end
		 end 
		else if (state == 1) begin  
			  if (counter < LETTER_DURATION) begin
					buzC = 0;
			  end 
			  else begin
					buzC = 0;
					counter = 0;
					state = 2;
			  end
		 end
		 else if (state == 2) begin  
			  if (counter < DOT_DURATION) begin
					buzC = 1;
			  end 
			  else begin
					buzC = 0;
					counter = 0;
					state = 3;
			  end
		 end 
		else if (state == 3) begin  
			  if (counter < LETTER_DURATION) begin
					buzC = 0;
			  end 
			  else begin
					buzC = 0;
					counter = 0;
					state = 4;
			  end
		 end
		else if (state == 4) begin  
			  if (counter < DASH_DURATION) begin
					buzC = 1;
			  end 
			  else begin
					buzC = 0;
					counter = 0;
					state =5;
			  end
		 end
		 else if (state == 5) begin  
			  if (counter < LETTER_DURATION) begin
					buzC = 0;
			  end 
			  else begin
					buzC = 0;
					counter = 0;
					state = 6;
			  end
		 end 
		else if (state == 6) begin  
			  if (counter < DOT_DURATION) begin
					buzC = 1;
			  end 
			  else begin
					buzC = 0;
					counter = 0;
					state = 7;
			  end
		 end
		 else if (state == 7) begin  
			  if (counter < LETTER_DURATION) begin
					buzC = 0;
			  end 
			  else begin
					buzC = 0;
					counter = 0;
					state = 7;
			  end
		end	  
		 counter = counter + 1;
	end
	else begin
		buzC = 0;
		counter = 0;
		state =0;
	end
	end
endmodule
module morse_D (clk,buzD,D);
   input clk;
	input D;
	output reg buzD;
	parameter DOT_DURATION = 3;  
	parameter DASH_DURATION = 3 * DOT_DURATION;  
	parameter SPACE_DURATION = 7 * DOT_DURATION;  
	parameter LETTER_DURATION =  DOT_DURATION;  
	reg [31:0] counter = 0;
	reg  [3:0]state = 0;
	always @(posedge clk) begin
	if (D==0) begin
		if (state == 0) begin  
			  if (counter < DASH_DURATION) begin
					buzD = 1;
			  end 
			  else begin
					buzD = 0;
					counter = 0;
					state = 1;
			  end
		 end 
		else if (state == 1) begin  
			  if (counter < LETTER_DURATION) begin
					buzD = 0;
			  end 
			  else begin
					buzD = 0;
					counter = 0;
					state = 2;
			  end
		 end
		else if (state == 2) begin  
			  if (counter < DOT_DURATION) begin
					buzD = 1;
			  end 
			  else begin
					buzD = 0;
					counter = 0;
					state =3;
			  end
		end	  
		else if (state == 3) begin  
			  if (counter < LETTER_DURATION) begin
					buzD = 0;
			  end 
			  else begin
					buzD = 0;
					counter = 0;
					state = 4;
			  end
		end	  
		else if (state == 4) begin  
			  if (counter < DOT_DURATION) begin
					buzD = 1;
			  end 
			  else begin
					buzD = 0;
					counter = 0;
					state =5;
			  end
		end	  
		else if (state == 5) begin  
			  if (counter < LETTER_DURATION) begin
					buzD = 0;
			  end 
			  else begin
					buzD = 0;
					counter = 0;
					state = 5;
			  end
		 end
		 counter = counter + 1;
	end
	else begin
		buzD = 0;
		counter = 0;
		state =0;
	end
end
endmodule
[flow/run.sh]
#!/bin/bash
# OpenROAD 26Q1-2900-gdf79404cd8, Yosys 0.63+post, stock flow scripts
make -C /OpenROAD-flow-scripts/flow DESIGN_CONFIG=/design/flow/config.mk WORK_HOME=/design/flow/orfs finish
[flow/config.mk]
export PLATFORM = sky130hd
export DESIGN_NAME = minor_project
export DESIGN_NICKNAME = minor_project
export VERILOG_FILES = /design/flow/design.v
export SDC_FILE = /design/flow/constraint.sdc
export NUM_CORES = 4
export LEC_CHECK = 1
export CORE_UTILIZATION = 30
[flow/constraint.sdc]
current_design minor_project

set clk_period 6.9
set clk_io_pct 0.2

create_clock -name clk0 -period $clk_period [get_ports {clk}]

set non_clock_inputs [all_inputs -no_clocks]
set_input_delay [expr $clk_period * $clk_io_pct] -clock clk0 $non_clock_inputs
set_output_delay [expr $clk_period * $clk_io_pct] -clock clk0 [all_outputs]
==> reports/metrics.csv <==
stage,metric,value,unit
cells_and_area,layout-drive-gt1-share,0.0727,
critical_path,crit_type,register to register,
synthesis,ys_types,57,
power_and_ir_drop,clock_power_share,0.494,
clock_network,htree_levels,4,
power_and_ir_drop,fin_total_pwr,1.79,mW
synthesis,ys_cells,444,
synthesis,largest_area_cell,dfxtp_1,
routing,ant_nets,0,
sta,maxClockFrequency,301,MHz
routing,viasPerCell,4.31,
routing,routed_wl,7650,µm
die,fp.dieH,127,µm
min_path,hp-class,register to register,
cells_and_area,flop_area,2860,µm²
power_and_ir_drop,combPwrFrac,0.019,
routing,diodes,0,
clock_network,root_buffer,clkbuf_16,
power_and_ir_drop,p_per_area,305,nW/µm²
sta,hold_violations,0,
die,die_area,16200,µm²
flow_run,drv_cap,0,
global_routing,grt_pass1_wl,13500,µm
sta,tightest_slew,0.848,ns
cells_and_area,area_growth,24.6,%
synthesis,ys_seq_frac,0.607,
routing,drt-initial-drc-count,168,
power_and_ir_drop,internal_power,1.43,mW
power_and_ir_drop,p_sw_frac,0.205,
die,num_io_pins,6,
synthesis,avgSynthCellArea,10.6,µm²
global_routing,grt_max_degree,25,
clock_network,cts_resized,0,
critical_path,required,7.22,ns
global_routing,grt_pass1_vias,3007,
routing,wl_per_cell,10.0,µm
flow_run,tool_warnings,25,
clock_network,clk_path_buf_depth,2,
synthesis,top_cells_by_count,"143 x dfxtp_1, 36 x nor2_1, 29 x nor4_1, 20 x nand3_1, 19 x nand4_1",
synthesis,ys_area,4710,µm²
sta,min_period,3.32,ns
global_routing,antenna_found_initial,0,
power_and_ir_drop,vdd_drop_max,0.000150,V
synthesis,async_reset_ff_frac,0,
die,core_area,15300,µm²
run_status,status,completed,
cells_and_area,logic_area,2060,µm²
synthesis,synthFlopType,dfxtp_1,
critical_path,critPathLaunchType,register,
sta,rsz0062_at_grt,false,
power_and_ir_drop,seqPwrFrac,0.488,
clock_network,cts_tree,built,
global_routing,grt_overflow,0,
critical_path,arrival,3.65,ns
clock_network,clk-insertion-delay-late,0.41,ns
synthesis,ys_warn_count,4,
synthesis,edf_count,0,
clock_network,clock_sinks,143,
global_routing,gr-usage-all-layers,0.103,
sta,fin_crit_sh,0.481,
placement,port_buffers,5,
sta,skew,0.00584,ns
synthesis,top_cells_by_area,"dfxtp_1 61%, nor4_1 3.8%, nor2_1 2.9%",
die,fp_util,0.309,
clock_network,cts_buffers,17,
critical_path,path_max_fanout,13,
sta,finalSetupViolCount,0,
die,rows,45,
cells_and_area,fillers,1427,
routing,vias,3279,
sta,max_slew_margin,0.431,
placement,hpwlAfterDp,4970,µm
synthesis,mappedNetlistArea,4710,µm²
placement,gp_congestion,0.818,
synthesis,netlist_instances,444,
clock_network,postCtsHoldBufs,0,
sta,finalSetupTns,0,ns
routing,firstDrtPassIters,4,
routing,drc_errors,0,
clock_network,cts_setup_buffers,0,
synthesis,top_area_frac,0.607,
power_and_ir_drop,switching_power,0.367,mW
clock_network,clk_pin_slew_worst_paths,0.06,ns
synthesis,ys_ff,143,
synthesis,top_cell,dfxtp_1,
critical_path,end_kind,register,
power_and_ir_drop,power.leakage,2.32,nW
die,die_width,127,µm
sta,slew_violations,0,
## logic make-up after synthesis
family | count (synthesis) | synth area share
and+or+nand+nor | 191 | 0.233
muxes | 1 | 0.00212
adders and majority gates | 4 | 0.0106
AOI/OAI and AO/OA | 60 | 0.0865
other | 1 | 0.000795
xor gates and xnor gates | 21 | 0.0390
DFF | 143 | 0.607
buffers and inverters | 23 | 0.0210
## power groups by stage
stage	sequential, mW	clock (mW)	combinational [mW]
5_1_grt	0.877	0.951	0.0395
4_1_cts	0.874	0.906	0.0342
6_report	0.874	0.885	0.0336
## flip-flops by register name, indices dropped and copies added (netlist names)
| register | flops |
|---|---|
| u4.buzD | 1 |
| u2.state | 3 |
| u4.counter | 32 |
| u3.state | 3 |
| u2.buzB | 1 |
| u3.buzC | 1 |
| u1.buzA | 1 |
| u1.state | 2 |
| u2.counter | 32 |
| u1.counter | 32 |
| u4.state | 3 |
| u3.counter | 32 |
## routing by layer
layer,up-vias,track usage,share of wire
met4,0,0.0217,0.019
met2,55,0.159,0.45
met1,1493,0.150,0.49
met5,-,0,0
met3,11,0.0269,0.048
li1,1720,-,-
## path summary, 6_finish.rpt
| path | slack [ns] | end | depth (start not counted) | startpoint |
|---|---|---|---|---|
| max reg2reg | 3.58 | u4.counter[22] | 11 | u4.counter[19] |
| max | 3.58 | u4.counter[22] | 11 | u4.counter[19] |
| min reg2reg | 0.47 | u4.buzD | 2 | u4.buzD |
| min | 0.47 | u4.buzD | 2 | u4.buzD |
## cells in the final DEF (no fill, tap or decap), types with 2 or more instances in the layout
master,count
and4_1,2
a21o_1,4
inv_6,3
bufinv_16,2
or3_1,4
o2111ai_1,2
a211o_1,2
o21ai_0,5
nand3_1,20
ha_1,4
o31ai_1,4
or4_1,6
a31oi_1,5
buf_4,2
xor2_1,15
nor2b_1,5
conb_1,84
nor2_1,36
inv_1,8
clkinvlp_4,2
nand4_1,19
clkbuf_16,17
and2_1,11
dfxtp_1,143
nand2b_1,5
a21oi_1,18
nor4_1,29
clkinv_4,3
and3_1,6
nand3b_1,4
nand2_1,16
clkbuf_8,2
nor3_1,15
xnor2_1,6
a211oi_1,7
nor3b_1,3
clkdlybuf4s50_1,5
## stage by stage
step / instance area (µm²) / cells / hold slack (ns) / worst slack, ns / util
after floorplan: 5030 / 527 / 0.420 / 4.10 / -
after global placement: 5290 / 730 / 0.449 / 3.69 / 0.346
after detailed placement: 5290 / 730 / 0.448 / 3.67 / 0.346
after CTS: 5880 / 761 / 0.474 / 3.63 / 0.385
after global routing: 5880 / 761 / 0.493 / 3.32 / 0.385
final: 5880 / 761 / 0.472 / 3.58 / 0.385
## critical path, cell delays in order (launching register included)
cell	delay (ns)
dfxtp_1	0.36
nor4_1	0.32
nand4_1	0.29
o31ai_2	0.82
and2_1	0.25
ha_1	0.19
inv_1	0.08
nor4_2	0.26
buf_4	0.24
nand4_1	0.11
xor2_1	0.16
nor3_1	0.15
## area by class of cell
class                      count  share of cell area
inverter                       8             0.00511
timing repair buffer           7              0.0111
multi-input combinational    361               0.351
sequential                   143               0.487
tap                          211              0.0449
clock inverter                11              0.0226
clock buffer                  20              0.0777
Power figures rest on the tool's default switching activity, not on a simulated workload.
